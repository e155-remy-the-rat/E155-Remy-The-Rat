===== ./run.sh =====
#!/bin/bash
# OpenROAD 26Q1-2900-gdf79404cd8, Yosys 0.63+post, stock flow scripts
make -C /OpenROAD-flow-scripts/flow DESIGN_CONFIG=/design/flow/config.mk WORK_HOME=/design/flow/orfs finish

===== ./config.mk =====
export PLATFORM = sky130hd
export DESIGN_NAME = servocontrol
export DESIGN_NICKNAME = servocontrol
export VERILOG_FILES = /design/flow/design.v
export SDC_FILE = /design/flow/constraint.sdc
export NUM_CORES = 4
export LEC_CHECK = 1
export CORE_AREA = 10 10 97 97
export DIE_AREA = 0 0 107 107

===== ./constraint.sdc =====
current_design servocontrol

set clk_period 3.0
set clk_io_pct 0.2

create_clock -name clk0 -period $clk_period [get_ports {clk}]

set non_clock_inputs [all_inputs -no_clocks]
set_input_delay [expr $clk_period * $clk_io_pct] -clock clk0 $non_clock_inputs
set_output_delay [expr $clk_period * $clk_io_pct] -clock clk0 [all_outputs]

===== ./design.v =====
module top (
	input logic rst_n,
	input logic [3:0] instate,
	output logic [1:0] pwm_out
);
	logic clk;
	HSOSC #(.CLKHF_DIV(2'b10)) 
         	hf_osc (.CLKHFPU(1'b1), .CLKHFEN(1'b1), .CLKHF(clk));
	logic [1:0] motor1_state;
	logic [1:0] motor2_state;
	assign {motor1_state, motor2_state} = instate;
	servocontrol motor1(clk, rst_n, motor1_state, pwm_out[0]);
	servocontrol motor2(clk, rst_n, motor2_state, pwm_out[1]);
endmodule
module servocontrol (
    input logic clk,            
    input logic rst_n,          
    input logic [1:0] switch,   
    output logic pwm_out        
);
    parameter CLOCK_FREQ = 12000000;        
    parameter PWM_PERIOD = 20000;          
    parameter MIN_PULSE_WIDTH = 1000;      
    parameter MAX_PULSE_WIDTH = 2000;      
    localparam integer CYCLES_PER_PERIOD = (CLOCK_FREQ / 1000000) * PWM_PERIOD;
    localparam integer CYCLES_PER_MICROSECOND = CLOCK_FREQ / 1000000;
    logic [15:0] pulse_width_cycles;  
    always_comb begin
        case (switch)
            3'd0: pulse_width_cycles = 500 * CYCLES_PER_MICROSECOND;  
            3'd1: pulse_width_cycles = 1000 * CYCLES_PER_MICROSECOND;  
            3'd2: pulse_width_cycles = 1500 * CYCLES_PER_MICROSECOND;  
            3'd3: pulse_width_cycles = 2000 * CYCLES_PER_MICROSECOND;  
            default: pulse_width_cycles = MIN_PULSE_WIDTH * CYCLES_PER_MICROSECOND;
        endcase
    end
    logic [15:0] counter;  
    always_ff @(posedge clk or negedge rst_n) begin
        if (!rst_n) begin
            counter <= 16'd0;
        end else if (counter < CYCLES_PER_PERIOD - 1) begin
            counter <= counter + 16'd1;
        end else begin
            counter <= 16'd0;
        end
    end
    always_ff @(posedge clk or negedge rst_n) begin
        if (!rst_n) begin
            pwm_out <= 1'b0;
        end else begin
            pwm_out <= (counter < pulse_width_cycles) ? 1'b1 : 1'b0;
        end
    end
endmodule

==> metrics.cfg <==
[sta]
fin_worst_skew_ps = 2.12
min_period_over_period = 0.716
tightest_slew_ps = 753
hold-worst-slack_ps = 511
relSlewSlack = 0.497
hold_viol_final = 0
fmax_mhz = 466
setup_viol = 0
rsz0062_at_grt = no
drv_slew = 0
fin_crit_ps = 2150
timing.setup.tns_ps = 0

[synth]
numSynthFlops = 17
syn_inst = 87
synth.most_common_cell = dfrtp_1
synth_area_per_cell_um2 = 11.0
edf_count = 0
yosys.stat.seqShare = 0.444
yosysWarnings = 1
yosys_cells = 87
synthArstFlopShare = 1.00
synth_area_um2 = 957
synthFlopType = dfrtp_1
yosys_area_um2 = 957
topCellsByArea = dfrtp_1 44%, ha_1 18%, xnor2_1 10%, nand3_1 4.2%, inv_1 2.7%
yosys-top-cells-count = 17 x dfrtp_1, 14 x ha_1, 11 x xnor2_1, 8 x nand3_1, 7 x inv_1
ys_types = 19
synth_top_area_share = 0.444
largest_area_cell = dfrtp_1

[worst_setup_path]
end_kind = flop
cp-start-kind = input port
slowest_stage = clkdlybuf4s50_1
cp.arrival_ps = 2280
cp_top_family = buffers and inverters
cp_num_buf_inv = 2
path_class = in -> reg
crit_path_max_fanout = 5
slowest_delay_ps = 550
crit_required_ps = 3130
crit_chain = clkdlybuf4s50_1 > inv_1 > ha_1 > o21bai_1 > ha_1 > nand2_1 > o211ai_1 > a21oi_1
crit_top_cell = ha_1

[global_route]
antenna_found_initial = 0
overflow = 0
gr-usage-all-layers = 0.0310
first_global_vias = 645
grt_max_degree = 18
grt_pass1_wl_mm = 2.97

[clock_tree]
cts_made_buffers = 3
clk_pin_slew_worst_paths_ps = 60
cts_tree = done
postCtsSetupBuffers = 0
postCtsHoldBufs = 0
clock_sinks = 17
clock_path_buffers = 2
clockRootBuffer = clkbuf_8
cts_resized = 0
h-tree-depth = 1
worstSkewPairLatency_ps = 250

[die]
num_rows = 31
die-height_um = 107
fp.dieArea_um2 = 11400
fp_util = 0.131
io_pins = 5
dieWidth_um = 107
core_area_um2 = 7290

[routing]
wl_per_cell_um = 8.20
first_pass_iters = 2
antenna_left = 0
vias = 626
via_per_inst = 3.23
drt_wl_total_mm = 1.59
drcViolationCount = 0
drt_iter0_drc = 30
antenna_cells_inserted = 0

[pwr]
power_density_nw_per_um2 = 357
pwr-share-seq = 0.550
p_int_mw = 0.333
ir_drop_mv = 0.138
clkPwrFrac = 0.395
switchingPower_mw = 0.0841
switching_share = 0.202
p_comb_frac = 0.055
p_leak_nw = 0.510

[place]
place_congestion = 0.777
dp_hpwl_mm = 1.26
io_buffers = 4

[flow_run]
warning_count = 29
maxCapViolCount = 0

[worst_hold_path]
min_path_type = reg -> reg

[final_layout]
syn2layout_area_growth_pct = 21.8
num-fill-cells = 831
drive_above_1_share = 0.0526

[status]
status = finished clean

==> metal layers <==
metal	part of all wire	wire, µm	GRT usage
met5	0	0	0
met4	0	0	0.00290
met3	0.057	90	0.0146
met2	0.45	718	0.0452
met1	0.49	780	0.0423
==> power groups by stage <==
| stage | registers (mW) | clock network, mW | logic, mW |
|---|---|---|---|
| after CTS | 0.229 | 0.171 | 0.0237 |
| after global routing | 0.229 | 0.182 | 0.0277 |
| final | 0.229 | 0.165 | 0.0228 |
==> state kept, by name (all words and copies together), names as in the netlist <==
signal / flops
counter: 16
pwm_out: 1
==> cell families after synthesis <==
family | share of synthesized area
simple gates | 0.156
flops | 0.444
xor+xnor | 0.128
fa+ha+maj | 0.183
compound gates | 0.0614
buf+inv | 0.0275
==> worst paths after layout <==
| path | start | end | slack, ps | cells after the start |
|---|---|---|---|---|
| setup / recovery | switch[1] | pwm_out$_DFF_PN0_ | 850 | 8 |
| hold / removal | counter[15]$_DFF_PN0_ | counter[15]$_DFF_PN0_ | 510 | 1 |
| setup reg to reg | counter[6]$_DFF_PN0_ | counter[12]$_DFF_PN0_ | 1680 | 4 |
| hold reg to reg | counter[15]$_DFF_PN0_ | counter[15]$_DFF_PN0_ | 510 | 1 |
| max in group asynchronous | rst_n | counter[7]$_DFF_PN0_ | 1730 | 1 |
| min in group asynchronous | rst_n | counter[12]$_DFF_PN0_ | 800 | 1 |
==> area by class of cell <==
class,instances,area [µm²],share of cell area
inverter,7,26.3,0.0225
clock buffer,4,45.0,0.0386
multi-input combinational,63,505,0.433
sequential,17,425,0.365
tap,99,124,0.106
timing repair buffer,4,40.0,0.0343
==> per-stage QoR <==
stage / instances / setup slack [ps] / utilization / power, mW / area, µm²
2_1_floorplan: 87 / 1310 / - / 0.244 / 957
3_3_place_gp: 190 / 582 / 0.154 / 0.257 / 1120
3_5_place_dp: 190 / 593 / 0.154 / 0.257 / 1120
4_1_cts: 194 / 852 / 0.160 / 0.424 / 1170
5_1_grt: 194 / 693 / 0.160 / 0.439 / 1170
6_report: 194 / 853 / 0.160 / 0.417 / 1170
==> placed cells by master (no fill, tap or decap), types with 2 or more instances in the layout <==
| cell | instances |
|---|---|
| o21bai_1 | 2 |
| xnor2_1 | 11 |
| dfrtp_1 | 17 |
| inv_1 | 7 |
| a21oi_1 | 4 |
| nand4_1 | 4 |
| clkbuf_8 | 3 |
| ha_1 | 14 |
| nand3_1 | 8 |
| xor2_1 | 3 |
| nand2_1 | 4 |
| and3_1 | 3 |
| clkdlybuf4s50_1 | 4 |
| nor2_1 | 3 |
No activity file was given, so power comes from the tool's default toggle rates.
